File: ./run.sh
#!/bin/bash
# OpenROAD 26Q1-2900-gdf79404cd8, Yosys 0.63+post, stock flow scripts
make -C /OpenROAD-flow-scripts/flow DESIGN_CONFIG=/design/flow/config.mk WORK_HOME=/design/flow/orfs finish
File: ./config.mk
export PLATFORM = sky130hd
export DESIGN_NAME = cricket_game
export DESIGN_NICKNAME = cricket_game
export VERILOG_FILES = /design/flow/design.v
export SDC_FILE = /design/flow/constraint.sdc
export NUM_CORES = 4
export LEC_CHECK = 1
export CORE_UTILIZATION = 40
File: ./constraint.sdc
current_design cricket_game

set clk_period 5.1
set clk_io_pct 0.2

create_clock -name clk0 -period $clk_period [get_ports {clk}]

set non_clock_inputs [all_inputs -no_clocks]
set_input_delay [expr $clk_period * $clk_io_pct] -clock clk0 $non_clock_inputs
set_output_delay [expr $clk_period * $clk_io_pct] -clock clk0 [all_outputs]
File: ./design.v
`timescale 1ns / 1ps
module ball_count(clk,rst,play,team,game_over,wickets,ball_count,team_1_ball,team_2_ball);
input clk,rst,play,team,game_over;
input [3:0] wickets;
output reg [6:0]ball_count;
output reg [6:0]team_1_ball;
output reg [6:0]team_2_ball;  
wire [3:0]random_number_top;
random_number_generator2 rng3( .clk(clk),.rst(rst),.random_number(random_number_top));
always @(posedge clk )
begin
  if(rst)
  begin
    ball_count <= 6'b000000;
    team_1_ball <= 6'b000000;
    team_2_ball <= 6'b000000;
  end
  else if(play)
  begin
    if(~team && team_1_ball <120 && wickets < 10 )
    begin
        case(random_number_top)
        13,14 : team_1_ball <= team_1_ball;
        default : team_1_ball <= team_1_ball+1; 
        endcase    
    end
    else if(team && team_2_ball <120  && wickets < 10)
    begin
        case(random_number_top)
        13,14 : team_2_ball <= team_2_ball;
        default : team_2_ball <= team_2_ball+1; 
        endcase
       end 
  end 
end
always @(*) begin
  if (~team) 
    ball_count = team_1_ball;
  else 
    ball_count = team_2_ball;
end
endmodule
`timescale 1ns / 1ps
module cricket_game(clk,rst,play,team,runs,wickets,ball_count,innings_over,winner,game_over);
input clk,rst,play,team;  
output [7:0]runs;         
output [3:0]wickets;      
output [6:0]ball_count;   
output innings_over,winner,game_over;  
wire [7:0] team1_runs_top,team2_runs_top;
wire [3:0]team1_wickets_top,team2_wickets_top;
wire [6:0]team_1_ball_top,team_2_ball_top;
ball_count m2(.clk(clk),.rst(rst),.play(play),.team(team),.game_over(game_over),.wickets(wickets),.ball_count(ball_count),.team_1_ball(team_1_ball_top),
                .team_2_ball(team_2_ball_top));
team_score m1(.clk(clk),.rst(rst),.play(play),.team(team),.game_over(game_over),.team_1_ball(team_1_ball_top),.team_2_ball(team_2_ball_top),.runs(runs),
                      .wickets(wickets),.team1_runs(team1_runs_top),.team2_runs(team2_runs_top),.team1_wickets(team1_wickets_top),.team2_wickets(team2_wickets_top));
score_comparator m3(.clk(clk),.rst(rst),.team1_runs(team1_runs_top),.team1_wickets(team1_wickets_top),.team_1_ball(team_1_ball_top),.team_2_ball(team_2_ball_top),
                       .team2_runs(team2_runs_top),.team2_wickets(team2_wickets_top),.wickets(wickets),.balls(ball_count),.game_over(game_over),.innings_over(innings_over),.winner(winner));
endmodule
`timescale 1ns / 1ps
module random_number_generator2( clk, rst, random_number);
input clk;
input rst;
output reg [3:0] random_number;
reg [3:0] lfsr;
always @(posedge clk or posedge rst) begin
    if (rst)
        lfsr <= 4'b1110;  
    else begin
        lfsr <= {lfsr[2:0], lfsr[3] ^ lfsr[0]};
    end
end
always @(*) begin
    random_number = lfsr;  
end
endmodule
`timescale 1ns / 1ps
module score_comparator(clk,rst,team1_runs,team1_wickets,team_1_ball,team_2_ball,team2_runs,team2_wickets,wickets,balls,game_over,innings_over,winner);
input clk,rst;
input [7:0]team1_runs;
input [7:0]team2_runs;
input [3:0]team1_wickets;
input [3:0]team2_wickets;
input [3:0]wickets;
input [6:0]balls;
input [6:0]team_1_ball;
input [6:0]team_2_ball;
output reg game_over;
output reg innings_over;
output reg winner;
always @(posedge clk)
begin
    if((wickets == 10) || (balls == 120))
        innings_over <= 1;
    else
        innings_over <= 0;
end
always @(posedge clk)
begin
    if (rst)
        game_over <=1;
    else if(((team1_wickets >= 10) || (team_1_ball >=120)) && ((team2_wickets >= 10) || (team_2_ball >= 120)))
        game_over <=1;
    else
        game_over <=0;
end
always @(posedge clk)
begin
    if(game_over)
    begin
        if(team1_runs > team2_runs)
            winner <=0;
        else if(team1_runs < team2_runs)
            winner <=1;
     end 
     else 
        winner <= 1'bx;   
end
endmodule
`timescale 1ns / 1ps
module team_score(clk,rst,play,team,game_over,team_1_ball,team_2_ball,runs,wickets,team1_runs,team2_runs,team1_wickets,team2_wickets);
input clk,rst,play,team,game_over;
input [6:0]team_1_ball;
input [6:0]team_2_ball;
output reg [7:0]runs;
output reg [3:0]wickets;
output reg [7:0]team1_runs;
output reg [7:0]team2_runs;
output reg [3:0]team1_wickets;
output reg [3:0]team2_wickets;
wire [3:0]random_out;
random_number_generator2 rng2( .clk(clk),.rst(rst),.random_number(random_out));
always @(posedge clk or posedge rst)
begin
    if(rst)
    begin
        runs <=0;
        wickets <= 0;
        team1_runs <= 0;
        team2_runs <= 0;
        team1_wickets <=0;
        team2_wickets <=0;   
    end
    else if(game_over)
    begin
    if(~team)
    begin
        runs <= team1_runs ;
        wickets <= team1_wickets;    
    end
    else if(team)
    begin
        runs <= team2_runs ;
        wickets <= team2_wickets;   
    end
    end
    else if(( ~team) && (wickets <10) && (team_1_ball <120))
    begin
    case(random_out)
    0,1,2   : team1_runs <= team1_runs;      
    3,4,5,6 : team1_runs <= team1_runs + 1;  
    7,8,9   : team1_runs <= team1_runs + 2;   
    10      : team1_runs <= team1_runs + 3;    
    11      : team1_runs <= team1_runs + 4;    
    12      : team1_runs <= team1_runs + 5;   
    13 ,14  : team1_runs <= team1_runs + 1;   
    15      : begin
                team1_runs <= team1_runs ;
                team1_wickets <= team1_wickets+1;  
              end
    endcase 
    end
    else if((team) && (wickets < 10)&& (team_2_ball <120))
    begin
    case(random_out)
    0,1,2   : team2_runs <= team2_runs;
    3,4,5,6 : team2_runs <= team2_runs + 1;
    7,8,9   : team2_runs <= team2_runs + 2;
    10      : team2_runs <= team2_runs + 3;
    11      : team2_runs <= team2_runs + 4;
    12      : team2_runs <= team2_runs + 5;
    13 ,14  : team2_runs <= team2_runs + 1;
    15      : begin
                team2_runs <= team2_runs ;
                team2_wickets <= team2_wickets+1;
              end
    endcase 
    end  
end
always @(*)
begin
    if(~team)
    begin
    runs <= team1_runs;
    wickets <= team1_wickets;
    end
    else if(team)
    begin
    runs <= team2_runs;
    wickets <= team2_wickets;
    end
end
endmodule
==> flow_metrics.py <==
# Flow results
metrics = {
    "synthesis": {
        "edf_count": 1,
        "topCellsByArea": "dfrtp_1 (21%), dfxtp_1 (9.9%), ha_1 (9.9%)",
        "yosysSeqAreaShare_pct": 37.53,
        "synth_area_per_cell_um2": 9.602,
        "async_reset_ff_share_pct": 66.67,
        "aoi_share_pct": 16.91,
        "synthTopLogicFamily": "AND-OR/OR-AND gates",
        "muxShareOfSynthArea_pct": 2.392,
        "ys.flops": 48,
        "ys_chip_area_um2": 3034,
        "ys_sh_simple_pct": 14.56,
        "netlist.area_leader.share_pct": 21.44,
        "ys.flop_type": "dfrtp_1",
        "adder_share_pct": 11.22,
        "ys_cells": 316,
        "synth_cell_type_count": 57,
        "largest_area_cell": "dfrtp_1",
        "ys_sh_xor_pct": 8.619,
        "synth_area_um2": 3034,
        "synthesis.instances": 316,
        "yosys_warnings": 42,
    },
    "floorplanning": {
        "rows": 31,
        "num_io_pins": 26,
        "die_area_um2": 7938,
        "initial_core_util_pct": 41.61,
        "die_y_um": 89.10,
        "die_x_um": 89.10,
        "coreArea_um2": 7292,
    },
    "route": {
        "drt_first_pass_iters": 4,
        "post-route-drc-count": 0,
        "antenna_left": 0,
        "wl_per_cell_um": 13.39,
        "drt-initial-drc-count": 128,
        "vias_per_cell": 5.217,
        "vias": 2191,
        "routed_wl_um": 5625,
        "antennaDiodeCount": 0,
    },
    "min_path": {
        "hold_depth": 0,
        "hold_class": "flip-flop to flip-flop",
        "hold_path_end": "m2.rng3.lfsr[3]",
        "min_from": "m2.rng3.lfsr[2]",
    },
    "global_routing": {
        "grt_max_degree": 22,
        "met3_usage_pct": 1.966,
        "grt_use_total_pct": 15.75,
        "grt_pass1_vias": 1948,
        "grt.met2_usage_pct": 24.57,
        "grtUsageMet1_pct": 25.07,
        "antenna_found_initial": 0,
        "grt-busiest-layer": "met1",
        "grt_pass1_wl_um": 9597,
        "gr-total-overflow": 0,
    },
    "place": {
        "post-place-cells": 412,
        "io_buffers": 5,
        "post-dp-hpwl_um": 4083,
        "place.gp.congestion": 0.8749,
    },
    "critical_path": {
        "reg2regPathDepth": 8,
        "cp_max_fo": 9,
        "r2r_slack_ns": 2.55,
        "cpPeakStageDelay_ns": 0.64,
        "rr_endpoint": "m1.team1_runs[7]",
        "path_depth": 8,
        "cp_num_buf_inv": 0,
        "crit_type": "flip-flop to flip-flop",
        "reg2reg_from": "m1.rng2.lfsr[1]",
        "end_kind": "flip-flop",
        "arrival_ns": 2.75,
        "path_cells": "nand2_4 -> a21oi_1 -> ha_1 -> nand3_1 -> nand2_1 -> a21oi_1 -> or4_4 -> xnor2_2",
        "critPathLaunchType": "flip-flop",
        "crit_family": "simple AND/OR/NAND/NOR gates",
        "cpMaxStageDelayCell": "dfstp_2",
        "cp.required_ns": 5.30,
        "cpMostUsedCell": "a21oi_1",
    },
    "clock_network": {
        "clock_sinks": 48,
        "post_cts_buffers": 0,
        "path_clk_slew_ns": 0.09,
        "cts_buffer_depth": 2,
        "cts_tree": "yes",
        "cts-resized-gates": 0,
        "h-tree-depth": 2,
        "cts_hold_buf": 0,
        "root_buffer": "clkbuf_8",
        "cts_buffers": 5,
        "clock_latency_ns": 0.30,
    },
    "timing": {
        "worst_pin_slew_ns": 0.7498,
        "rsz0062_at_grt": "false",
        "slew_headroom_pct": 49.96,
        "clock.fmax_ghz": 0.3921,
        "finalCriticalPeriod_ns": 2.551,
        "final_hold_viol_count": 0,
        "fin_crit_sh_pct": 50.01,
        "holdWs_ns": 0.3703,
        "finalSetupTns_ns": 0,
        "setup_viol": 0,
        "drv_slew": 0,
        "finClkSkew_ns": 0.005188,
    },
    "finish": {
        "layout_top_cells": "nand2_1 (26), dfrtp_1 (26), ha_1 (24)",
        "fill_cells": 727,
        "drive_above_1_share_pct": 8.100,
        "syn2layout_area_growth_pct": 5.526,
        "final_cell_count_no_fill": 420,
    },
    "pwr": {
        "power_leakage_nw": 1.393,
        "power.density_nw_per_um2": 208.9,
        "vdd_drop_max_mv": 0.1332,
    },
    "flow_run": {
        "cap_viol_max_count": 0,
        "warnings": 31,
    },
    "outcome": {
        "outcome": "finished clean",
    },
}
## metal layers
metal | share of wire (%) | routed length (µm)
met1 | 51 | 2892
met2 | 45 | 2512
met3 | 2.8 | 159
met4 | 1.1 | 61
met5 | 0 | 0
## how the worst max path moves through the flow
stage | startpoint | to | slack, ns
4_1_cts | m1.rng2.lfsr[1] | m1.team1_runs[7] | 2.54
5_1_grt | m1.rng2.lfsr[1] | m1.team1_runs[7] | 2.35
6_report | m1.rng2.lfsr[1] | m1.team1_runs[7] | 2.55
## power by group
group | total [mW] | switching, mW | internal, mW | leakage [nW]
registers | 0.387 | 0.00408 | 0.383 | 0.519
clock network | 0.259 | 0.133 | 0.126 | 0.0540
logic | 0.0230 | 0.0143 | 0.00872 | 0.821
## per-stage QoR
step           power [mW]  cell area [µm²]  util (%)  setup slack, ns
2_1_floorplan      0.4202             3105         -            2.745
3_3_place_gp       0.4183             3095     42.45            2.335
3_5_place_dp       0.4188             3095     42.45            2.287
4_1_cts            0.6820             3202     43.91            2.539
5_1_grt            0.6993             3202     43.91            2.352
6_report           0.6688             3202     43.91            2.549
## flip-flops by register name, indices dropped and copies added, names as in the netlist
signal / flops
m2.team_1_ball: 7
m1.team1_runs: 8
m1.rng2.lfsr: 4
m1.team1_wickets: 4
m3.winner: 1
m2.rng3.lfsr: 4
m2.team_2_ball: 7
m3.game_over: 1
m1.team2_wickets: 4
m1.team2_runs: 8
## area by class of cell
| class | instances | area, µm² | area share, % |
|---|---|---|---|
| sequential | 48 | 1139 | 35.56 |
| tap | 99 | 123.9 | 3.869 |
| multi-input combinational | 240 | 1704 | 53.22 |
| inverter | 19 | 71.32 | 2.227 |
| timing repair buffer | 6 | 57.56 | 1.798 |
| clock inverter | 2 | 12.51 | 0.3908 |
| clock buffer | 6 | 93.84 | 2.931 |
## Yosys cell counts (7+ instances only)
library cell and instances:
nand2_1 26, ha_1 24, nand3_1 7, xor2_1 10
o211ai_1 7, o21ai_0 8, dfxtp_1 15, a21oi_1 21
nand4_1 11, inv_1 19, nor2_1 19, buf_4 20
dfrtp_1 26, xnor2_1 18
## cells by family (layout without fill, tap and decap cells)
kind of cell | Yosys count | count (layout)
other | 1 | 20
AND/OR/NAND/NOR | 86 | 86
adder cells (fa/ha/maj) | 26 | 26
AND-OR/OR-AND | 72 | 72
multiplexers | 7 | 7
XOR/XNOR | 29 | 29
buffers and inverters | 47 | 33
flip-flops | 48 | 48
No activity file was given, so power comes from the tool's default toggle rates.
